==> /design/flow/design.v <==
module bancoRegistradores(rst, clk, wrEn, addR1, addR2, addWr, dadoR1, dadoR2, dadoWr);
	input clk, rst, wrEn;
	input [2:0] addR1, addR2, addWr;
	input [7:0] dadoWr;
	output reg [7:0] dadoR1; 
	output reg [7:0] dadoR2;
	reg [7:0] dados [0:7];
	always @ (posedge clk, negedge rst)
		begin
			if ( rst == 0 )
				begin
					dados[3'b000] <= 8'b11110000;
					dados[3'b001] <= 8'b11110001;
					dados[3'b010] <= 8'b11110010;
					dados[3'b011] <= 8'b11110011;
					dados[3'b100] <= 8'b11110100;
					dados[3'b101] <= 8'b11110101;
					dados[3'b110] <= 8'b11110110;
					dados[3'b111] <= 8'b11110111;
				end
			else begin
				  if ( wrEn == 1 )
					begin
						dados[addWr] <= dadoWr;
					end
				   dadoR1 <= dados[addR1];
				   dadoR2 <= dados[addR2];
			end
		end
endmodule
==> /design/flow/run.sh <==
#!/bin/bash
# OpenROAD 26Q1-2900-gdf79404cd8, Yosys 0.63+post, stock flow scripts
make -C /OpenROAD-flow-scripts/flow DESIGN_CONFIG=/design/flow/config.mk WORK_HOME=/design/flow/orfs finish
==> /design/flow/config.mk <==
export PLATFORM = sky130hd
export DESIGN_NAME = bancoRegistradores
export DESIGN_NICKNAME = bancoRegistradores
export VERILOG_FILES = /design/flow/design.v
export SDC_FILE = /design/flow/constraint.sdc
export NUM_CORES = 4
export LEC_CHECK = 1
export CORE_UTILIZATION = 30
==> /design/flow/constraint.sdc <==
current_design bancoRegistradores

set clk_period 1.3
set clk_io_pct 0.2

create_clock -name clk0 -period $clk_period [get_ports {clk}]

set non_clock_inputs [all_inputs -no_clocks]
set_input_delay [expr $clk_period * $clk_io_pct] -clock clk0 $non_clock_inputs
set_output_delay [expr $clk_period * $clk_io_pct] -clock clk0 [all_outputs]
==> results.py <==
# Auto-generated metrics
metrics = {
    "placed_design": {
        "placed_cell_area_mm2": 0.004986,
        "routabilityCongestion": 0.8560,
        "pre_cts_ws_ps": -629.1,
        "dpl.hpwl_mm": 7.266,
        "dp.cells": 547,
        "port_buffers": 35,
    },
    "final_timing": {
        "worst_pin_slew_ps": 357.5,
        "min_period_ps": 1283,
        "fin_ws_ps": 16.65,
        "clock_skew_ps": 2.234,
        "rsz0062_at_grt": "yes",
        "slew_headroom_pct": 76.08,
        "finalClockPeriodUsage_pct": 98.72,
        "hold_slack_ps": 53.78,
        "drv_slew": 0,
        "setup_violations": 0,
        "tns_ps": 0,
        "max_freq_mhz": 779.2,
        "hold_violations": 0,
    },
    "setup_path": {
        "arrival_ps": 1360,
        "critPathMaxFanout": 6,
        "rr_worst_depth": 4,
        "end_kind": "register",
        "cp.required_ps": 1380,
        "path_class": "input port to register",
        "startpoint_type": "input port",
        "rrSetupSlack_ps": 30,
    },
    "finish": {
        "layout_top_cell": "mux2_2",
        "layout_top_cells": "mux2_2, dfstp_2, mux2i_1",
        "drive_gt1_share_pct": 49.62,
        "area_growth_pct": 33.33,
        "final_area_mm2": 0.005450,
        "fin_util_pct": 41.16,
        "stdcell_count": 571,
    },
    "floorplanning": {
        "rows": 42,
        "core-area_mm2": 0.01324,
        "die_y_um": 118.7,
        "fp-utilization_pct": 30.87,
        "die_x_um": 118.7,
        "ios": 36,
        "die-area_mm2": 0.01410,
    },
    "global_routing": {
        "grt_first_pass_wirelength_mm": 17.42,
        "grt_max_degree": 30,
        "grt_pass1_vias": 3116,
        "antenna_found_initial": 0,
        "overflow": 0,
        "track_usage_pct": 16.68,
    },
    "drt": {
        "drtAntennaViolNets": 0,
        "vias": 2990,
        "met1_length_mm": 4.732,
        "route.detailed.drc": 0,
        "drtIter0Drc": 189,
        "avgViaCountPerCell": 5.236,
        "wl_met3_um": 976,
        "topRoutingLayerUsed": "met4",
        "drtPass1Iterations": 4,
        "n_antenna_cell": 0,
        "dr_wl_met2_mm": 4.819,
        "wirelength_mm": 10.81,
        "wl_per_cell_um": 18.93,
    },
    "clocking": {
        "clock-sinks": 80,
        "max-clock-path-buffers": 2,
        "cts_root_buffer": "clkbuf_16",
        "clkTransAtPathRegs_ps": 60,
        "htree_levels": 3,
        "clk_latency_ps": 330,
        "cts_buffers": 9,
        "cts_tree": "yes",
    },
    "logic_synthesis": {
        "ys.warnings.count": 2,
        "ys_cells": 315,
        "synth_cells": 315,
        "synth_seq_share_pct": 52.28,
        "ys_area_mm2": 0.004088,
        "ys_ff": 80,
        "syn_area_per_cell_um2": 12.98,
        "syn_area_mm2": 0.004088,
        "synth_cell_type_count": 38,
    },
    "status": {
        "outcome": "complete, no violations",
    },
    "power": {
        "pwr-share-comb_pct": 19.9,
        "power_mw": 7.732,
        "p_clk_share_pct": 31.6,
        "power.switching_fraction_pct": 26.07,
        "switchingPower_mw": 2.016,
        "power.internal_mw": 5.716,
        "power.density_mw_per_mm2": 1419,
        "vdd_drop_max_mv": 0.5138,
        "p_leak_nw": 2.223,
        "power_frac_seq_pct": 48.5,
    },
    "flow_run": {
        "drv_cap": 0,
        "warning_count": 27,
    },
    "min_path": {
        "holdCritPathClass": "input port to async pin",
    },
}
==> timing repair <==
action / CTS / global route
cloned: 3 / 0
hold endpoints to repair: 8 / 0
resized: 43 / 17
endpoints found under the setup margin: 94 / 12
hold buffers: 2 / 0
pin swaps: 1 / 2
setup buffers: 3 / 0
==> synthesized netlist by cell type (all sizes together) <==
library cell	number	area (um^2)
nor3b	3	45.05
nor2b	5	31.28
nand4	1	6.260
nand2b	8	57.55
a211o	1	8.760
nor3	4	36.29
nor2	21	78.83
nand2	10	37.54
dfstp	44	1156
dfrtp	20	500.5
a31oi	4	25.02
mux2i	36	360.4
nand3	1	5.000
mux4	1	22.52
a21oi	7	35.03
o32a	1	10.01
o22a	10	87.58
o32ai	3	26.28
o22ai	11	68.82
edfxtp	16	480.5
a221oi	3	26.28
a211oi	9	67.56
inv	1	3.750
clkbuf	4	15.01
buf	16	93.84
mux2	65	732.0
or3	2	12.51
o21ai	3	15.01
nand4b	3	26.28
nand3b	1	7.510
a2bb2oi	1	8.760
==> power by group through the flow <==
stage | Sequential (mW) | Clock (mW) | Combinational (mW)
6_report | 3.75 | 2.44 | 1.54
5_1_grt | 3.83 | 2.58 | 1.67
4_1_cts | 3.74 | 2.49 | 1.51
==> worst max-delay path, stage by stage <==
cell,delay [ps]
dlygate4sd2_1,280
or3_1,410
buf_4,190
o22a_1,210
==> path summary, 6_finish.rpt <==
| path | start | to |
|---|---|---|
| worst max-delay path | addR1[2] | dadoR1[2] |
| worst max register to register | dados[2][4] | dadoR1[4] |
| max in group asynchronous | rst | dados[2][7] |
| worst min-delay path | rst | dados[7][1] |
| worst min register to register | dados[1][3] | dados[1][3] |
| min in group clk0 | rst | dadoR1[3] |
==> cell families (layout without fill, tap and decap cells) <==
| group | after synthesis | in the layout | share of synthesized area, % |
|---|---|---|---|
| mux | 102 | 102 | 27.27 |
| buf+inv | 21 | 101 | 2.755 |
| simple gates | 59 | 59 | 8.418 |
| compound gates | 53 | 53 | 9.274 |
| flops | 80 | 80 | 52.28 |
==> routing by layer <==
| metal | up-vias | track usage [%] |
|---|---|---|
| met5 | - | 0 |
| met4 | 0 | 4.114 |
| met3 | 22 | 4.626 |
| met2 | 132 | 23.79 |
| met1 | 1491 | 25.86 |
| li1 | 1345 | - |
==> sequential cells by signal, indices dropped and copies added, names as in the netlist <==
name,flops
dados,64
dadoR2,8
dadoR1,8
==> cell type report <==
type / instances / area (um^2)
multi-input cells: 214 / 1928
clock inverters: 7 / 62.56
clock buffers: 9 / 225.2
well taps: 176 / 220.2
repair buffers: 84 / 873.3
fillers: 1230 / 7792
inverters: 1 / 3.754
flip-flops and latches: 80 / 2137
Power is estimated from default activity; no workload was simulated.
