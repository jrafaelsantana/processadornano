**design/flow/config.mk**
```make
export PLATFORM = sky130hd
export DESIGN_NAME = pulse
export DESIGN_NICKNAME = pulse
export VERILOG_FILES = /design/flow/design.v
export SDC_FILE = /design/flow/constraint.sdc
export NUM_CORES = 4
export LEC_CHECK = 1
export CORE_UTILIZATION = 30
```
**design/flow/constraint.sdc**
```tcl
current_design pulse

set clk_period 7.0
set clk_io_pct 0.2

create_clock -name clk0 -period $clk_period [get_ports {clk}]

set non_clock_inputs [all_inputs -no_clocks]
set_input_delay [expr $clk_period * $clk_io_pct] -clock clk0 $non_clock_inputs
set_output_delay [expr $clk_period * $clk_io_pct] -clock clk0 [all_outputs]
```
**design/flow/design.v**
```verilog
module pulse(input clk, input chave, input [25:0] tempo, output  sinal);
   reg [25:0]cnt;
	reg chTmp;
	assign sinal = ~|cnt;
	always @(posedge clk) begin	   
	   if ( chave!= chTmp) begin 
		  chTmp <= chave;	
		  if (chave==0) 
		    cnt <= tempo;	 
		end if (cnt!=0) 
		       cnt <= cnt-26'b1;
	end
endmodule
```
**design/flow/run.sh**
```bash
#!/bin/bash
# OpenROAD 26Q1-2900-gdf79404cd8, Yosys 0.63+post, stock flow scripts
make -C /OpenROAD-flow-scripts/flow DESIGN_CONFIG=/design/flow/config.mk WORK_HOME=/design/flow/orfs finish
```
==> deck_impl_summary.md <==
Physical Implementation Snapshot

Outcome
  – Run status: complete, no violations

Timing
  – Max_slew headroom: about three quarters
  – Setup total negative slack: 0 ps
  – Fmax: 277 MHz
  – Final Skew: about 4.6 ps
  – Fin. max-slew vios: 0
  – RSZ-0062 raised after global routing: false
  – Final Cycle Share: about 52%
  – # setup viols final: 0
  – Tmin final: about 3600 ps
  – Least-Margin Pin Slew: 393 ps
  – Final Hold Vio Count: 0

Worst setup path
  – R2r endpoint: cnt[20]
  – Slowest Stage Delay on Critical Path: 530 ps
  – CP max-delay cell: or3_1
  – WS Path Type: reg -> out
  – Crit-path max FO: 7
  – Worst r2r src: cnt[2]
  – Worst setup path startpoint: cnt[18]
  – R2R depth: 5
  – Crit path DRT: approximately 5600 ps
  – Top delay family on crit path: simple AND/OR/NAND/NOR gates
  – Worst-path cell chain: or3_1 -> nor3b_4 -> nand4_2 -> inv_1 -> clkdlybuf4s50_1
  – Arr. time, crit path: 2210 ps
  – Stages on the worst setup path: 5
  – R2r setup slk: roughly 4800 ps
  – Critical Path End: sinal
  – Element type at the critical path end: primary output
  – Buf/Inv on CP: 2
  – CP Launch Type: flip-flop

Placement
  – Final Wtd Congestion: just over 0.8
  – PortBufs: 28
  – Dpl hpwl: 2260 microns
  – Dpl cells: between 200 and 300

Logic synthesis
  – Commonest flop: edfxtp_1
  – Synth top area cells: edfxtp_1, nor2_1, o21ai_0
  – Async S/R FF share, synth: 0%
  – Cell Type Count: 39
  – YS chip area: about 1600 sq um
  – Area leader, netlist: edfxtp_1
  – Ys flops: 27
  – Flip-flops with a built-in enable: 27
  – Mapped Avg Cell Area: about 11 sq um
  – Top cell area share: 49.3%
  – Yosys cell count: about 160
  – Synth warnings: 1
  – Synth Cell Area: 1640 sq um
  – Synth Instances: approximately 160
  – Post-synth seq share: 49.3%

CTS
  – CTS tree: yes
  – Postcts setup bufs: 0
  – CTS root buf: clkbuf_8
  – CTS buffer count: 3
  – Clk sink count: 27
  – Post-CTS Resized: 0
  – Clock buffer depth: 2
  – Clock slew at reported path FFs: roughly 100 ps
  – CTS Hold Buffers Added: 0
  – Clk latency of the worst-skew pair: 270 ps
  – H-Tree Depth: 1

Finish
  – Most used logic cell in the final layout: clkdlybuf4s50_1
  – Final cell count without fillers: between 200 and 300
  – Area delta synth->final: 23.9%
  – Layout cells sized above 1: between 10 and 15%
  – Commonest cells after routing, fill and taps aside: clkdlybuf4s50_1, edfxtp_1, nor2_1

Power and ir drop
  – Worst VDD drop: between 0.0001 and 0.00015 V
  – Net Sw Frac: ~29%
  – Internal power: between 0.3 and 0.4 mW
  – Clk network pwr share: about a fifth
  – Pwr Density: 213 nW/um^2
  – Switching pwr: 0.126 mW
  – Reg power frac: a little under 60%
  – Combinational share of power: ~22%
  – P_leak: slightly below 0.7 nW

Route
  – TritonRoute pass-1 iters: 4
  – Remaining DRCs: 0
  – WL/cell: ~13 microns
  – Vias/cell: between 4 and 5
  – Antenna diodes: 0
  – Routed wire length: 3210 microns
  – Post-route ant nets: 0
  – Initial DRC Count: about 96
  – Vias: 1223

Run
  – Log Warnings: 25
  – Max_cap viols: 0

Floorplanning
  – Die area: 5780 sq um
  – Die Height: 76.0 microns
  – # IOs: 29
  – Initial Util: 31.6%
  – Chip width: 76.0 microns
  – Num rows: 26
  – Core area: about 5200 sq um

Global route
  – Final global-route overflow total: 0
  – Vias in the first global route: 1155
  – Initial antenna violation count: 0
  – First-pass GRT wire length: 5500 microns
  – Global Route Usage Sum: 12.3%
  – Largest net degree at the start of global routing: 30

Min path
  – Hold Path Depth: 2
  – Worst min-delay path class: reg -> reg
  – Min-delay src: cnt[16]
[worst min-delay path: cells and delay by family, from the launching register on]
family             cells  cell delay (ps)
AOI/OAI and AO/OA      1               60
and+or+nand+nor        1               50
DFF                    1              390
[stage by stage]
stage	utilization [%]	cell area (sq um)	hold slack [ps]	setup WS (ps)	power [mW]
after floorplan	-	1640	550	3280	0.317
after global placement	38.2	1990	593	3700	0.348
after detailed placement	38.2	1990	592	3700	0.349
after CTS	39.1	2040	620	3360	0.440
after global routing	39.1	2040	640	3250	0.463
final	39.1	2040	611	3390	0.435
[flip-flops by register name, summed over array words and instances (netlist names)]
name and flops:
chTmp 1, cnt 26
[worst min path at each step]
stage	endpoint	slack [ps]
after CTS	cnt[16]	620
after global routing	chTmp	640
final	cnt[16]	610
[synthesized netlist by cell type, types with 2 or more instances]
master,count
edfxtp_1,27
nor2_1,25
o21ai_0,11
nand2_1,10
a21oi_1,9
xnor2_1,6
xor2_1,6
inv_1,5
nor3_1,4
nor4_1,4
o31ai_1,4
nand3_1,3
a21oi_2,2
a31oi_1,2
buf_2,2
buf_6,2
clkbuf_1,2
mux2_2,2
mux2i_1,2
nand2b_1,2
nand4_1,2
nand4_2,2
nor4_4,2
o21a_1,2
or2_1,2
or3_1,2
or4_1,2
[area by class of cell]
| type | instances | area [sq um] |
|---|---|---|
| Clock buffer | 3 | 41.3 |
| Clock inverter | 1 | 5.00 |
| Fill cell | 523 | 3170 |
| Inverter | 5 | 18.8 |
| Multi-Input combinational cell | 118 | 778 |
| Sequential cell | 27 | 811 |
| Tap cell | 70 | 87.6 |
| Timing Repair Buffer | 30 | 295 |
[per-layer routing]
layer	GRT usage (%)	share of wire [%]	up-vias
met3	3.53	6.0	2
met4	0.769	0.65	0
li1	-	-	634
met5	0	0	-
met2	18.2	41	28
met1	19.8	52	559
[power groups by stage]
stage / sequential [mW] / clock (mW) / combinational (mW)
CTS: 0.252 / 0.0934 / 0.0945
global route: 0.257 / 0.0998 / 0.106
finish: 0.251 / 0.0900 / 0.0933
[cells by family after synthesis]
kind of cell	Yosys count	synth area share (%)
AND-OR/OR-AND	33	12.3
XOR/XNOR	12	6.39
adder cells (fa/ha/maj)	1	0.761
buffers and inverters	11	3.58
flip-flops	27	49.3
multiplexers	4	2.59
AND/OR/NAND/NOR	68	25.1
No activity file was given, so power comes from the tool's default toggle rates.
