File: design/flow/design.v
module EXIT(input[7:0] resultULA, input ld, input[2:0] rDest, input reset, output reg[7:0] out0, out1, out2, out3, out4, out5, out6, out7);
always@(posedge ld or negedge reset)
begin
	if(reset == 0)
		begin
			out1 <= 8'd0;
			out2 <= 8'd0;
			out3 <= 8'd0;
			out4 <= 8'd0;
			out5 <= 8'd0;
			out6 <= 8'd0;
			out7 <= 8'd0;
			out0 <= 8'd0;
		end
	else begin
		case(rDest)
			3'd0 : out0 <= resultULA;
			3'd1 : out1 <= resultULA;
			3'd2 : out2 <= resultULA;
			3'd3 : out3 <= resultULA;
			3'd4 : out4 <= resultULA;
			3'd5 : out5 <= resultULA;
			3'd6 : out6 <= resultULA;
			3'd7 : out7 <= resultULA;
		endcase
	end
end
endmodule
File: design/flow/run.sh
#!/bin/bash
# OpenROAD 26Q1-2900-gdf79404cd8, Yosys 0.63+post, stock flow scripts
make -C /OpenROAD-flow-scripts/flow DESIGN_CONFIG=/design/flow/config.mk WORK_HOME=/design/flow/orfs finish
File: design/flow/config.mk
export PLATFORM = sky130hd
export DESIGN_NAME = EXIT
export DESIGN_NICKNAME = EXIT
export VERILOG_FILES = /design/flow/design.v
export SDC_FILE = /design/flow/constraint.sdc
export NUM_CORES = 4
export LEC_CHECK = 1
export CORE_UTILIZATION = 40
File: design/flow/constraint.sdc
current_design EXIT

set clk_period 1.5
set clk_io_pct 0.2

create_clock -name clk0 -period $clk_period [get_ports {ld}]

set non_clock_inputs [all_inputs -no_clocks]
set_input_delay [expr $clk_period * $clk_io_pct] -clock clk0 $non_clock_inputs
set_output_delay [expr $clk_period * $clk_io_pct] -clock clk0 [all_outputs]
==> Flow_metrics.wiki <==
== Implementation results ==
{| class="wikitable"
! Metric !! Value
|-
| Drt first pass iters || 4
|-
| Number of design-rule violations left by the first detailed-router iteration || 37
|-
| Total of fill cells in the finished design || 454
|-
| Remaining number of nets flagged by the antenna check after routing || 0
|-
| Setup skew after layout || 0 ns
|-
| Clock root buffer || sky130_fd_sc_hd__clkbuf_8
|-
| Area grow syn2layout || 51.7%
|-
| Wire length reported by the detailed router || 5390 um
|-
| Type of origin of the critical path || flop
|-
| Cell count after synthesis || 139
|-
| Detailed placer's ending HPWL || 3910 um
|-
| Number of distinct library cells after synthesis || 7
|-
| Max Clock Freq || 687 MHz
|-
| Largest family of logic cells by area || multiplexers
|-
| Critical path depth in cells || 1
|-
| Largest area contributor in the netlist || sky130_fd_sc_hd__dfrtp_1
|-
| Pwr Density || 1270 nW/um2
|-
| Final tally of max-slew violations || 0
|-
| Overall fraction of global-route tracks in use || 18.2%
|-
| Clk latency late pin || 0.33 ns
|-
| Synth mux share || 29.1%
|-
| N_diodes || 0
|-
| Post-synthesis share of cell area spent on and-or and or-and gates || 0%
|-
| Max FO, Critical Path || 2
|-
| Maximum root-to-sink buffer count || 2
|-
| Final worst setup slack || 0.0436 ns
|-
| Synth warn || 1
|-
| First-pass GRT wire length || 8350 um
|-
| Syn Area/Cell || 17.8 um2
|-
| Clock tree from TritonCTS || built
|-
| Pin count of the biggest net entering global routing || 65
|-
| Slew at the pin with the worst max-slew slack || 0.326 ns
|-
| Top area cell types || sky130_fd_sc_hd__dfrtp_1 (65%), sky130_fd_sc_hd__mux2_2 (29%), sky130_fd_sc_hd__nor3b_4 (2.3%), sky130_fd_sc_hd__buf_6 (1.4%), sky130_fd_sc_hd__nand3b_2 (1.4%)
|-
| Post-route worst hold slack || -0.0232 ns
|-
| Area fraction in full adders, half adders and majority gates || 0%
|-
| Starting density of the core || 41.5%
|-
| Tally of OpenROAD warnings || 27
|-
| Crit path DAT || 1.16 ns
|-
| Final RePlAce weighted congestion || 0.761
|-
| Average wire per cell in the routed design || 16.4 um
|-
| Clock-pin slew reported for the worst setup and hold paths after clock tree synthesis || 0.06 ns
|-
| Final routed DRC violation total || 0
|-
| Slowest library cell on the worst path || sky130_fd_sc_hd__clkdlybuf4s50_1
|-
| Fraction of layout cells with a size suffix above 1 || 45.3%
|-
| Tally of buffers added on design ports || 76
|-
| Capture point of the worst path || out6[2]
|-
| Hold Fails Final Rpt || 64
|-
| XOR/XNOR Area Share || 0%
|-
| Antenna violations before repair || 0
|-
| Post-route minimum period || 1.46 ns
|-
| Number of sinks driven by the clock tree || 64
|-
| Failing checks || negative hold slack
|-
| Flip-flop and latch count after synthesis || 64
|-
| Die outline width || 80.6 um
|-
| Launch point of the worst reg-to-reg path || out7[2]
|-
| Leakage power || 1.74 nW
|-
| Max-slew headroom || 78.3%
|-
| Finish-stage setup viols || 0
|-
| Final global-route overflow total || 0
|-
| Buffers and inverters on the worst path || 1
|-
| Delay contributed by the slowest stage of the critical path || 0.48 ns
|-
| Seq share, synth || 64.8%
|-
| Number of CTS-inserted buffers || 9
|-
| Peak supply drop || 732 uV
|-
| Instance count after placement with tap cells included || 313
|-
| Crit end category || primary output
|-
| Crit share post-route || 97.1%
|-
| Basic Gates by Area || 4.71%
|-
| Worst setup path start || out6[2]
|-
| Worst r2r dst || out7[2]
|-
| Worst hold path class || in2async
|-
| Cell family contributing the most delay on the critical path || buffers and inverters
|-
| Post-synthesis instance area || 2470 um2
|-
| Routed vias/inst || 4.81
|-
| Path type of the worst setup path || reg2out
|-
| Die height || 80.6 um
|-
| Placement row count || 28
|-
| Deepest level of the CTS H-tree || 3
|-
| Flop-to-flop setup slack || 0.62 ns
|-
| Status || finished, violations left
|-
| Number of global-route vias before repair || 1581
|-
| Cell chain of the critical path || clkdlybuf4s50_1
|-
| Number of cell instances after yosys synthesis || 139
|-
| Chip Area || 6500 um2
|-
| Pre-CTS setup slack || -0.334 ns
|-
| Final standard cell utilization of the core || 63.0%
|-
| Number of maximum-capacitance violations || 0
|-
| Required time worst endpoint || 1.20 ns
|-
| Total vias in the final route || 1584
|-
| Cells on worst reg2reg path || 2
|-
| Number of top-level pins || 77
|-
| Standard cell core area || 5960 um2
|-
| Yosys stat area || 2470 um2
|-
| Area share of the leading cell type in the synthesized netlist || 64.8%
|-
| Count of placed standard cells in the final layout, fillers left out || 329
|}
synth_stat cells:
cell type,count
sky130_fd_sc_hd__nand3_2,1
sky130_fd_sc_hd__nor3_4,1
sky130_fd_sc_hd__buf_6,3
sky130_fd_sc_hd__nand3b_2,3
sky130_fd_sc_hd__nor3b_4,3
sky130_fd_sc_hd__mux2_2,64
sky130_fd_sc_hd__dfrtp_1,64
kinds of logic (layout without fill, tap and decap cells):
logic type,count (synthesis),in the layout
multiplexers,64,64
flip-flops,64,64
AND/OR/NAND/NOR,8,8
buffers and inverters,3,118
state kept, by name (all words and copies together) (netlist names):
name	flops
out6	8
out1	8
out0	8
out4	8
out2	8
out3	8
out5	8
out7	8
placed cells by master, fill, tap and decap left out:
master and instances:
sky130_fd_sc_hd__nand3_2 1, sky130_fd_sc_hd__buf_2 1, sky130_fd_sc_hd__nand3b_2 3, sky130_fd_sc_hd__buf_6 2
sky130_fd_sc_hd__nor3b_4 3, sky130_fd_sc_hd__nor3_4 1, sky130_fd_sc_hd__dfrtp_1 64, sky130_fd_sc_hd__mux2_2 64
sky130_fd_sc_hd__clkinv_2 2, sky130_fd_sc_hd__clkbuf_8 12, sky130_fd_sc_hd__buf_12 1, sky130_fd_sc_hd__dlygate4sd2_1 1
sky130_fd_sc_hd__dlymetal6s2s_1 14, sky130_fd_sc_hd__bufinv_16 1, sky130_fd_sc_hd__clkdlybuf4s50_1 60, sky130_fd_sc_hd__buf_4 24
stage by stage:
| step | instance area (um2) | setup TNS (ns) | total power [mW] |
|---|---|---|---|
| floorplan | 2470 | 0 | 2.48 |
| finish | 3750 | 0 | 4.76 |
| detailed placement | 3500 | -16.30 | 3.34 |
| global placement | 3500 | -14.13 | 3.32 |
| CTS | 3700 | 0 | 4.84 |
| global route | 3750 | -0.00110 | 5.02 |
layer usage:
metal	share of wire [%]	vias to the layer above	wire length, um	GRT usage [%]
met5	0	-	0	0
met4	1.6	0	85	3.04
li1	-	718	-	-
met3	7.7	9	413	4.96
met1	47	797	2550	29.3
met2	43	60	2340	26.3
final cells by class:
cell class	instances	area, um2	area share, %
clock buffer	12	165	4.40
clock inverter	3	40.0	1.07
multi-input combinational	72	837	22.3
sequential	64	1600	42.7
tap	75	93.8	2.50
timing repair buffer	103	1010	27.0
where the power goes:
part / switching (mW) / leakage (nW) / internal [mW]
Sequential: 0.170 / 0.757 / 2.05
Clock: 0.596 / 0.108 / 0.888
Combinational: 0.228 / 0.870 / 0.825
Total: 0.994 / 1.74 / 3.77
worst min path at each step:
stage                 cells after the start  endpoint  start
after CTS                                 2   out0[5]  reset
after global routing                      2   out0[5]  reset
final                                     2   out5[3]  reset
timing repair:
item	CTS	global route
endpoints found under the hold margin	64	39
gates resized	1	16
setup buffers	0	1
setup endpoints to repair	1	34
cloned	0	0
worst register-to-register path, cell delays in order (launching register included):
cell and delay [ns]:
sky130_fd_sc_hd__dfrtp_1 0.38, sky130_fd_sc_hd__buf_4 0.13, sky130_fd_sc_hd__mux2_2 0.25
Power is estimated from default activity; no workload was simulated.
